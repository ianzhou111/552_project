<file path="/design/flow/design.v">
module dff (q, d, wen, clk, rst);
    output         q;  
    input          d;  
    input 	   wen;  
    input          clk;  
    input          rst;  
    reg            state;
    assign q = state;
    always @(posedge clk) begin
      state = rst ? 0 : (wen ? d : state);
    end
endmodule
module ReadDecoder_4_16(input [3:0] RegId, output [15:0] Wordline);
assign Wordline[0]  = ~RegId[3] & ~RegId[2] & ~RegId[1] & ~RegId[0];
assign Wordline[1]  = ~RegId[3] & ~RegId[2] & ~RegId[1] &  RegId[0];
assign Wordline[2]  = ~RegId[3] & ~RegId[2] &  RegId[1] & ~RegId[0];
assign Wordline[3]  = ~RegId[3] & ~RegId[2] &  RegId[1] &  RegId[0];
assign Wordline[4]  = ~RegId[3] &  RegId[2] & ~RegId[1] & ~RegId[0];
assign Wordline[5]  = ~RegId[3] &  RegId[2] & ~RegId[1] &  RegId[0];
assign Wordline[6]  = ~RegId[3] &  RegId[2] &  RegId[1] & ~RegId[0];
assign Wordline[7]  = ~RegId[3] &  RegId[2] &  RegId[1] &  RegId[0];
assign Wordline[8]  =  RegId[3] & ~RegId[2] & ~RegId[1] & ~RegId[0];
assign Wordline[9]  =  RegId[3] & ~RegId[2] & ~RegId[1] &  RegId[0];
assign Wordline[10] =  RegId[3] & ~RegId[2] &  RegId[1] & ~RegId[0];
assign Wordline[11] =  RegId[3] & ~RegId[2] &  RegId[1] &  RegId[0];
assign Wordline[12] =  RegId[3] &  RegId[2] & ~RegId[1] & ~RegId[0];
assign Wordline[13] =  RegId[3] &  RegId[2] & ~RegId[1] &  RegId[0];
assign Wordline[14] =  RegId[3] &  RegId[2] &  RegId[1] & ~RegId[0];
assign Wordline[15] =  RegId[3] &  RegId[2] &  RegId[1] &  RegId[0];
endmodule
module WriteDecoder_4_16(input [3:0] RegId, input WriteReg, output [15:0] Wordline);
wire [15:0] out;
ReadDecoder_4_16 dec(.RegId(RegId), .Wordline(out));
assign Wordline = { out[15:1], 1'b0 } & {16{WriteReg}};
endmodule
module BitCell( input clk, input rst, input D, input WriteEnable, input ReadEnable1, input
ReadEnable2, inout Bitline1, inout Bitline2);
wire out;
dff ff (.q(out), .d(D), .wen(WriteEnable), .clk(clk), .rst(rst));
assign Bitline1 = ReadEnable1 ? out : 1'bz;
assign Bitline2 = ReadEnable2 ? out : 1'bz;
endmodule
module Register( input clk, input rst, input [15:0] D, input WriteReg, input ReadEnable1, input
ReadEnable2, inout [15:0] Bitline1, inout [15:0] Bitline2);
BitCell cells [15:0] (.clk(clk), .rst(rst), .D(D), .WriteEnable(WriteReg), .ReadEnable1(ReadEnable1), .ReadEnable2(ReadEnable2), .Bitline1(Bitline1), .Bitline2(Bitline2));
endmodule
module RegisterFile(input clk, input rst, input [3:0] SrcReg1, input [3:0] SrcReg2, input [3:0]
DstReg, input WriteReg, input [15:0] DstData, inout [15:0] SrcData1, inout [15:0] SrcData2);
wire [15:0] src1_sel, src2_sel;
wire [15:0] dst_sel;
wire [15:0] reg_out1, reg_out2;
ReadDecoder_4_16 src1_dec (.RegId(SrcReg1), .Wordline(src1_sel));
ReadDecoder_4_16 src2_dec (.RegId(SrcReg2), .Wordline(src2_sel));
WriteDecoder_4_16 wrt_dec (.RegId(DstReg), .WriteReg(WriteReg), .Wordline(dst_sel));
Register file [15:0] (.clk(clk), .rst(rst), .D(DstData), .WriteReg(dst_sel), .ReadEnable1(src1_sel), .ReadEnable2(src2_sel), .Bitline1(reg_out1), .Bitline2(reg_out2));
assign SrcData1 = (WriteReg & (DstReg == SrcReg1)) ? DstData : reg_out1;
assign SrcData2 = (WriteReg & (DstReg == SrcReg2)) ? DstData : reg_out2;
endmodule
</file>
<file path="/design/flow/run.sh">
#!/bin/bash
# OpenROAD 26Q1-2900-gdf79404cd8, Yosys 0.63+post, stock flow scripts
make -C /OpenROAD-flow-scripts/flow DESIGN_CONFIG=/design/flow/config.mk WORK_HOME=/design/flow/orfs finish
</file>
<file path="/design/flow/config.mk">
export PLATFORM = sky130hd
export DESIGN_NAME = RegisterFile
export DESIGN_NICKNAME = RegisterFile
export VERILOG_FILES = /design/flow/design.v
export SDC_FILE = /design/flow/constraint.sdc
export NUM_CORES = 4
export LEC_CHECK = 1
export CORE_AREA = 10 10 70 70
export DIE_AREA = 0 0 80 80
</file>
<file path="/design/flow/constraint.sdc">
current_design RegisterFile

set clk_period 2.1
set clk_io_pct 0.2

create_clock -name clk0 -period $clk_period [get_ports {clk}]

set non_clock_inputs [all_inputs -no_clocks]
set_input_delay [expr $clk_period * $clk_io_pct] -clock clk0 $non_clock_inputs
set_output_delay [expr $clk_period * $clk_io_pct] -clock clk0 [all_outputs]
</file>
==> flow_summary_export.csv <==
group,metric,value,unit
run_status,status,"finished clean",
sta,worstMarginPinSlew,231,ps
setup_path,crit_arrival,1630,ps
logic_synthesis,ys_types,16,
global_route,grt_use_total,0.0675,
setup_path,crit_chain,"clkdlybuf4s50_1, xor2_2, a211o_4, nor3_1",
placement,port_buffers,29,
finish,fillers,380,
logic_synthesis,synth_top_area_share,0.184,
route,routedWlPerCell,15.4,microns
die,row_count,21,
sta,fmax,487,MHz
sta,max_slew_margin,0.846,
setup_path,slowest_delay,440,ps
finish,areaGrowthSynthToFinish,98.0,%
route,num_vias,697,
flow_run,tool_warnings,31,
setup_path,cp_top_family,"buffers and inverters",
logic_synthesis,yosys_cells,82,
finish,final-comb-area,492,sq um
flow_run,cap_violations,0,
finish,clkbuf_count,0,
route,routed_wirelength,2530,microns
sta,timing.final.crit_period,2050,ps
logic_synthesis,synth_cells,82,
sta,hold-worst-slack,1360,ps
global_route,overflow,0,
placement,preCtsSetupSlack,-24.1,ps
setup_path,endpoint_kind,"output port",
route,vias_per_cell,4.25,
placement,dpl.hpwl,2090,microns
sta,hold_violations,0,
sta,fin_crit_sh,0.977,
global_route,grt_pass1_wl,3480,microns
route,n_antenna_cell,0,
global_route,grt_antenna_before_repair,0,
finish,drive_above_1_share,0.280,
logic_synthesis,synthTopCellsByArea,"nor3_2, nand3_1, nand2_1",
logic_synthesis,synth_area,490,sq um
die,die.size.y,80,microns
die,chipArea,6400,sq um
worst_hold_path,hold_class,"in2out",
logic_synthesis,ys_chip_area,490,sq um
sta,worst_slack,47.3,ps
logic_synthesis,syn_area_per_cell,5.98,sq um
die,fp.dieW,80,microns
clock_network,holdBufCountCts,0,
placement,place_congestion,0.830,
power,ir_drop,116,uV
setup_path,crit_fanout,8,
logic_synthesis,synth_seq_share,0,
sta,setup_viol,0,
logic_synthesis,synth.largest_area_cell,"nor3_2",
route,drt_pass1_iterations,4,
sta,rsz0062_at_grt,"true",
power,power_density,220,nW/um^2
route,drc,0,
route,postRouteAntennaNets,0,
global_route,grt_pass1_vias,651,
setup_path,slowest_stage,"clkdlybuf4s50_1",
die,io_pins,63,
logic_synthesis,synth_warnings,275,
setup_path,critical_path_class,"in2out",
power,static-leakage-power,0.338,nW
setup_path,cp-start-kind,"primary input",
global_route,grt_max_degree,17,
sta,slew_violations,0,
setup_path,worst-path-buf-inv,1,
route,drtIter0Drc,19,
die,fp_util,0.144,
die,core-area,3420,sq um
setup_path,cp.required,1680,ps
finish,ff_count,0,
finish,flop_area,0,sq um
-- cell usage after synthesis --
library cell and count:
xor2_1 2, xnor2_1 4, nor3_4 1, nand3_1 17, buf_2 3, nor2_1 16, clkbuf_1 1, xnor2_2 1
nor3_1 6, o21ai_1 1, buf_4 2, buf_12 1, nand2_1 16, nor3_2 9, inv_1 1, a211o_4 1
-- final timing paths --
check                        from           end  slack (ps)  cells past startpoint
worst max-delay path   SrcReg2[1]   SrcData2[3]          50                      4
worst min-delay path  DstData[14]  SrcData2[14]        1360                      3
-- cells in the final DEF, fill, tap and decap left out --
master	Yosys	final
nor3_4	1	1
dlymetal6s2s_1	0	2
nor3_1	6	3
buf_12	1	2
xnor2_1	4	3
clkdlybuf4s50_1	0	27
nor3_2	9	12
a211o_4	1	2
buf_4	2	11
nand3_1	17	17
nand2_1	16	16
inv_1	1	1
xor2_2	0	2
o21ai_2	0	1
nor2_1	16	16
xnor2_2	1	2
-- per-stage QoR --
stage,TNS [ps],power [mW],cells,util,area (sq um)
2_1_floorplan,0,0.0942,82,-,490
3_3_place_gp,-104,0.200,163,0.267,911
3_5_place_dp,-97.8,0.200,163,0.267,911
4_1_cts,-88.9,0.202,163,0.269,918
5_1_grt,-1.58,0.232,164,0.284,971
6_report,0,0.213,164,0.284,971
-- metal layers --
layer  wire, microns  vias to the layer above  track usage
li1                -                      353            -
met1             899                      323       0.0709
met2            1440                       21        0.133
met3             192                        0       0.0216
met4               0                        0            0
met5               0                        -            0
-- cell families after synthesis --
group	Yosys count	share of synthesized area
and+or+nand+nor	65	0.696
buffers and inverters	8	0.117
xor gates and xnor gates	7	0.140
AOI/OAI and AO/OA	2	0.0459
-- power by group --
group | total, mW | leakage, nW | switching [mW] | internal [mW]
Sequential | 0 | 0 | 0 | 0
Combinational | 0.213 | 0.338 | 0.100 | 0.113
Clock | 0 | 0 | 0 | 0
Total | 0.213 | 0.338 | 0.100 | 0.113
-- repair_timing --
action / in CTS / in global routing
pin swaps: 1 / 5
gates cloned: 0 / 1
setup endpoints to repair: 10 / 15
setup buffers: 0 / 0
resized: 1 / 8
-- layout make-up --
type / count / share of cell area
inverters: 1 / 0.00387
repair buffers: 42 / 0.430
well taps: 46 / 0.0593
multi-input cells: 75 / 0.506
-- tightest hold or removal path, stage by stage --
cell,delay (ps)
clkdlybuf4s50_1,420
nand2_1,60
nor3_1,40
Power figures rest on the tool's default switching activity, not on a simulated workload.
