===== flow/config.mk =====
export PLATFORM = sky130hd
export DESIGN_NAME = ALU
export DESIGN_NICKNAME = ALU
export VERILOG_FILES = /design/flow/design.v
export SDC_FILE = /design/flow/constraint.sdc
export NUM_CORES = 4
export LEC_CHECK = 1
export CORE_UTILIZATION = 40

===== flow/constraint.sdc =====
current_design ALU

set clk_period 4.1
set clk_io_pct 0.2

create_clock -name clk0 -period $clk_period

set non_clock_inputs [all_inputs -no_clocks]
set_input_delay [expr $clk_period * $clk_io_pct] -clock clk0 $non_clock_inputs
set_output_delay [expr $clk_period * $clk_io_pct] -clock clk0 [all_outputs]

===== flow/design.v =====
module CLA_4bit (
    input [3:0]a,
    input [3:0]b,
    input cin,
    output [3:0]sum,
    output cout
);
wire [3:0] p,g,c;
assign p=a^b; 
assign g=a&b;  
assign c[0]=cin;
assign c[1]= g[0]|(p[0]&c[0]);
assign c[2]= g[1]|(p[1]&g[0])|p[1]&p[0]&c[0];
assign c[3]= g[2]|(p[2]&g[1])|p[2]&p[1]&g[0]|p[2]&p[1]&p[0]&c[0];
assign cout= g[3]|(p[3]&g[2])|p[3]&p[2]&g[1]|p[3]&p[2]&p[1]&g[0]|p[3]&p[2]&p[1]&p[0]&c[0];
assign sum=a^b^c;
endmodule 
module ALU(
    input [15:0]a,
    input [15:0]b,
    input [2:0] op,
    output reg [15:0]out,
    output reg Z,
    output reg V,
    output reg N
);
wire c1,c2,c3,c4;
reg cin1,cin2,cin3;
reg [3:0] a1,a2,a3,a4;
reg [3:0] b1,b2,b3,b4;
wire [15:0]sum;
reg sub;
reg [15:0] Shift_In; 	 
reg [3:0] Shift_Val; 	 
reg  [1:0] Mode; 		 
wire [15:0] Shift_Out; 	 
reg [11:0] red1,red2;
wire [15:0] reds;
wire red1c,red2c,red3c;
wire [15:0]Bin;
assign Bin = sub ? ~b : b;
always @* casex(op)
3'b000: begin 
        {a4,a3,a2,a1} = a;
        {b4,b3,b2,b1} = Bin;
        cin1 = c1;
        cin2 = c2;
        cin3 = c3;
        sub = 0;
        V = (a[15]^Bin[15]) ? 0 : (a[15] ^ sum[15]);
        out = V ? (sum[15]?16'h7fff:16'h8000) : sum;
        Z = ~(|out);
        N = out[15];
        end 
3'b001: begin 
        {a4,a3,a2,a1} = a;
        {b4,b3,b2,b1} = Bin;
        cin1 = c1;
        cin2 = c2;
        cin3 = c3;
        sub = 1;
        V = (a[15]^Bin[15]) ? 0 : (a[15] ^ sum[15]);
        out = V ? (sum[15]?16'h7fff:16'h8000) : sum;
        Z = ~(|out);
        N = out[15];
        end 
3'b011: begin 
        {a4,a3,a2,a1} = a;
        {b4,b3,b2,b1} = b;
        cin1 = c1;
        cin2 = 0;
        cin3 = c3;
        sub = 0;
        red1 = {{4{c2}},sum[7:0]};
        red2 = {{4{c4}},sum[15:8]};
        out = {{4{reds[11]}},reds};
        V = 0;
        Z = ~(|out);
        end 
3'b111: begin 
        {a4,a3,a2,a1} = a;
        {b4,b3,b2,b1} = b;
        cin1=0;
        cin2=0;
        cin3=0;
        sub = 0;
        V=0;
        out = sum;
        Z = ~(|out);
        end 
3'b010: begin 
        out = a^b;
        V = 0;
        Z = ~(|out);
        end 
3'b1xx: begin 
        sub = 0;
        out = Shift_Out;
        Shift_In = a;
        Shift_Val = b[3:0];
        Mode = op[1:0];
        Z = ~(|out);
        end 
endcase
CLA_4bit cla1 (.a(a1), .b(b1), .cin(sub), .sum(sum[3:0]), .cout(c1));
CLA_4bit cla2 (.a(a2), .b(b2), .cin(cin1), .sum(sum[7:4]), .cout(c2));
CLA_4bit cla3 (.a(a3), .b(b3), .cin(cin2), .sum(sum[11:8]), .cout(c3));
CLA_4bit cla4 (.a(a4), .b(b4), .cin(cin3), .sum(sum[15:12]), .cout(c4));
CLA_4bit cla5 (.a(red1[3:0]), .b(red2[3:0]), .cin(1'b0), .sum(reds[3:0]), .cout(red1c));
CLA_4bit cla6 (.a(red1[7:4]), .b(red2[7:4]), .cin(red1c), .sum(reds[7:4]), .cout(red2c));
CLA_4bit cla7 (.a(red1[11:8]), .b(red2[11:8]), .cin(red2c), .sum(reds[11:8]), .cout(red3c));
assign reds[15:12] = {4{reds[11]}};
Shifter shft(.Shift_Out(Shift_Out), .Shift_In(Shift_In), .Shift_Val(Shift_Val), .Mode(Mode));
endmodule
module Shifter (Shift_Out, Shift_In, Shift_Val, Mode);
input [15:0] Shift_In; 	 
input [3:0] Shift_Val; 	 
input  [1:0] Mode; 		 
output [15:0] Shift_Out; 	 
wire [15:0]r1,r2,r3;
assign r1 = (Shift_Val[0]) ? ((Mode[1])? ({Shift_In[0],Shift_In[15:1]}) : (Mode[0])? {Shift_In[15],Shift_In[15:1]}:{Shift_In[14:0],1'b0}) : Shift_In; 
assign r2 = (Shift_Val[1]) ? ((Mode[1])? ({r1[1:0],r1[15:2]}) : (Mode[0])? {{2{r1[15]}},r1[15:2]}:{r1[13:0],2'b0}) :r1; 
assign r3 = (Shift_Val[2]) ? ((Mode[1])? ({r2[3:0],r2[15:4]}): (Mode[0])? {{4{r2[15]}},r2[15:4]}:{r2[11:0],4'b0}) :r2; 
assign Shift_Out = (Shift_Val[3]) ? ((Mode[1])? ({r3[7:0],r3[15:8]}): (Mode[0])? {{8{r3[15]}},r3[15:8]}:{r3[7:0],8'b0}) :r3;
endmodule

===== flow/run.sh =====
#!/bin/bash
# OpenROAD 26Q1-2900-gdf79404cd8, Yosys 0.63+post, stock flow scripts
make -C /OpenROAD-flow-scripts/flow DESIGN_CONFIG=/design/flow/config.mk WORK_HOME=/design/flow/orfs finish

==> flow_metrics.tcl <==
# collected from the flow reports
set metrics [dict create \
    initial_antenna_violation_count 2 \
    timing.critical_path.to_type "primary output" \
    layout.cells.most_common "sky130_fd_sc_hd__dlxtn_1" \
    netlist_area_mm2 0.005321 \
    cap_violations 0 \
    unclocked_regs 78 \
    outcome "complete, no violations" \
    yosysChipArea_mm2 0.005321 \
    number_of_warnings_in_the_stage_logs 35 \
    hold_viol 0 \
    floorplan.core_util_pct 41.66 \
    die-height_um 117.3 \
    yosys-mux-area-fraction_pct 4.773 \
    grtUsageTotal_pct 30.77 \
    wire_length_of_the_first_global_routing_pass_um 31510 \
    final_min_period_over_clock_period_pct 97.76 \
    routed-via-count 5628 \
    synth-adder-area-share_pct 8.841 \
    grt_pass1_vias 5178 \
    p_clk_share_pct 0 \
    sequentialPowerShare_pct 14.6 \
    gr-total-overflow 0 \
    p_per_area_mw_per_mm2 122.9 \
    postSynthRegisterBits 78 \
    die_w_um 117.3 \
    fp-row-count 41 \
    finalCoreUtilization_pct 47.98 \
    cp.required_ns 3.28 \
    setup_violation_total_in_the_final_timing_report 0 \
    cells_yosys 700 \
    final_period_minus_worst_setup_slack_ns 4.008 \
    ys.warnings.count 1 \
    postRouteAntennaNets 0 \
    detailed_place_hpwl_um 16330 \
    timing.critical_path.from_type "primary input" \
    timing.critical_path.fanout_max 7 \
    design.core.area_mm2 0.01277 \
    cellLeakagePower_nw 2.564 \
    lay_top_cells "sky130_fd_sc_hd__dlxtn_1, sky130_fd_sc_hd__a21oi_1, sky130_fd_sc_hd__clkdlybuf4s50_1, sky130_fd_sc_hd__nand2_1, sky130_fd_sc_hd__o21ai_0" \
    max_freq_mhz 249.5 \
    maxSlewHeadroom_pct 41.54 \
    route.detailed.wl_per_inst_um 22.73 \
    report.power.total_mw 0.7534 \
    ys_sh_simple_pct 19.30 \
    worstHoldPathCells 4 \
    netlist_logic_family_top "AND-OR/OR-AND gates" \
    drive_gt1_share_pct 9.324 \
    intPower_mw 0.3491 \
    unconstrained_endpoints 80 \
    timing_max_transition_violations_final 0 \
    viasPerCell 6.164 \
    hold_path.class "in -> out" \
    synth-compound-area-share_pct 29.53 \
    area_growth_syn_to_layout_pct 15.17 \
    worstSetupPathType "in -> out" \
    rsz_0062_raised_after_global_routing "true" \
    worst_slew_pin_slew_ns 0.8659 \
    synth-edff-count 0 \
    ys.flop_type "sky130_fd_sc_hd__dlxtn_1" \
    ys_types 74 \
    drt_iter0_markers 559 \
    maximum_number_of_pins_on_one_net_before_global_route_repair 67 \
    xor_area_share_pct 8.229 \
    gpl.final_weighted_congestion 1.030 \
    io-pin-count 54 \
    avgSynthCellArea_um2 7.602 \
    post_synth_inst_count 700 \
    worst_ir_drop_vdd_mv 0.05761 \
    power_frac_comb_pct 85.4 \
    net_sw_share_pct 53.66 \
    critPathArrivalTime_ns 3.19 \
    die-area_mm2 0.01377 \
    wirelength_um 20760 \
    asyncSetResetFlopFracSynth_pct 0 \
    placement.io_buffers 54 \
    power.net_switching_mw 0.4043 \
    detail_route.first_pass.iterations 5 \
    drc 0 \
]
[cell families (layout without fill, tap and decap cells)]
family | after synthesis | count (layout)
AND-OR/OR-AND | 236 | 236
AND/OR/NAND/NOR | 197 | 197
buffers and inverters | 87 | 127
latches | 78 | 78
XOR/XNOR | 50 | 50
adder cells (fa/ha/maj) | 33 | 33
multiplexers | 19 | 19
other | 0 | 1
[cell usage after synthesis (8+ instances only)]
| master | count | share of area, % |
|---|---|---|
| sky130_fd_sc_hd__a21o_1 | 11 | 1.6 |
| sky130_fd_sc_hd__xnor2_1 | 15 | 2.5 |
| sky130_fd_sc_hd__nand3_1 | 10 | 0.94 |
| sky130_fd_sc_hd__or3b_2 | 12 | 2.0 |
| sky130_fd_sc_hd__o21ai_0 | 49 | 4.6 |
| sky130_fd_sc_hd__nand2b_1 | 9 | 1.1 |
| sky130_fd_sc_hd__xor2_1 | 35 | 5.8 |
| sky130_fd_sc_hd__o211ai_1 | 14 | 2.0 |
| sky130_fd_sc_hd__ha_1 | 24 | 5.6 |
| sky130_fd_sc_hd__a21oi_1 | 56 | 5.3 |
| sky130_fd_sc_hd__a31oi_1 | 10 | 1.2 |
| sky130_fd_sc_hd__dlxtn_1 | 78 | 22 |
| sky130_fd_sc_hd__inv_1 | 39 | 2.8 |
| sky130_fd_sc_hd__nand2_1 | 51 | 3.6 |
| sky130_fd_sc_hd__nor2_1 | 46 | 3.2 |
| sky130_fd_sc_hd__nor2b_1 | 8 | 0.94 |
| sky130_fd_sc_hd__fa_1 | 8 | 3.0 |
| sky130_fd_sc_hd__buf_2 | 11 | 1.0 |
| sky130_fd_sc_hd__clkbuf_1 | 27 | 1.9 |
| sky130_fd_sc_hd__mux2i_1 | 13 | 2.4 |
| sky130_fd_sc_hd__nor4_1 | 13 | 1.5 |
| sky130_fd_sc_hd__nor3_1 | 17 | 1.6 |
[routing by layer]
| metal | up-vias | share of wire [%] | global-route usage, % |
|---|---|---|---|
| li1 | 2656 | - | - |
| met1 | 2641 | 46 | 49.39 |
| met2 | 315 | 40 | 41.01 |
| met3 | 16 | 12 | 9.722 |
| met4 | 0 | 1.4 | 4.708 |
| met5 | - | 0 | 0 |
[through the flow]
step                      TNS (ns)  hold slack (ns)  area, um2  std cells  setup WS [ns]
after CTS                        0            2.878       6093        912        0.09106
after global placement           0            2.868       6093        912        0.02586
after global routing      -0.03646            2.911       6126        912       -0.02944
after detailed placement         0            2.878       6093        912        0.01170
after floorplan                  0            1.808       5321        700         0.9512
final                            0            2.869       6128        913        0.09191
[worst max-delay path, stage by stage]
cell and delay (ns):
sky130_fd_sc_hd__clkdlybuf4s50_1 0.53, sky130_fd_sc_hd__xor2_1 0.28, sky130_fd_sc_hd__buf_4 0.18, sky130_fd_sc_hd__nor2_1 0.06
sky130_fd_sc_hd__nand2_1 0.20, sky130_fd_sc_hd__nor2_1 0.14, sky130_fd_sc_hd__a2111oi_1 0.42, sky130_fd_sc_hd__a21oi_1 0.13
sky130_fd_sc_hd__clkdlybuf4s50_1 0.43
[timing repair]
item                       CTS  global route
setup endpoints to repair    1             5
gates resized                1             8
setup buffers                0             0
pin swaps                    0             2
hold buffers                 0             0
[flip-flops by register name, indices dropped and copies added, names as in the netlist]
signal	count
b2	4
cin1	1
sub	1
cin3	1
red2	9
b3	4
a3	4
a4	4
Mode	2
N	1
Shift_Val	4
V	1
red1	9
Shift_In	16
a2	4
b1	4
cin2	1
b4	4
a1	4
[area by class of cell]
type / count / area (um2)
multi-input combinational: 535 / 3796
tap: 172 / 215.2
antenna: 1 / 2.502
fill: 1270 / 6645
sequential: 78 / 1172
inverter: 39 / 146.4
timing repair buffer: 88 / 795.8
[power groups by stage]
stage | Clock [mW] | Combinational, mW | Sequential (mW)
CTS | 0 | 0.628 | 0.109
global route | 0 | 0.695 | 0.113
finish | 0.0000000503 | 0.644 | 0.110
[worst paths after layout]
| kind | from | end | slack (ns) |
|---|---|---|---|
| worst max-delay path | b[15] | out[10] | 0.09 |
| worst min-delay path | op[2] | out[9] | 2.87 |
