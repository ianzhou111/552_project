==> ./design.v <==
module one_bit_adder(
    input a,
    input b,
    input cin,
    output sum,
    output cout
);
assign sum = a ^ b ^ cin;
assign cout = (a & b) | (a & cin) | (b & cin);
endmodule
module four_bit_adder(
    input [3:0] A,
    input [3:0] B,
    input sub,
    output [3:0] Sum,
    output Ovfl
);
wire [3:0] s;
wire c1, c2, c3,c4;
wire [3:0] b;
assign b = (sub) ? ~B : B;
one_bit_adder adder1(A[0], b[0], sub, s[0], c1);
one_bit_adder adder2(A[1], b[1], c1, s[1], c2);
one_bit_adder adder3(A[2], b[2], c2, s[2], c3);
one_bit_adder adder4(A[3], b[3], c3, s[3], c4);
assign Ovfl = (sub) ? ((A[3]&~B[3]&~s[3])|(A[3]&~B[3]&s[3])) : ((~A[3]&~B[3]&s[3])|(A[3]&B[3]&~s[3]));
assign Sum = s;
endmodule
module PSA_16bit (Sum, Error, A, B);
input [15:0] A, B; 	 
output [15:0] Sum; 	 
output Error; 	 
wire [3:0] a,b,c,d,e,f,g,h;
wire [3:0] ae,bf,cg,dh;
wire e1,e2,e3,e4;
assign a = A[15:12];
assign b = A[11:8];
assign c = A[7:4];
assign d = A[3:0];
assign e = B[15:12];
assign f = B[11:8];
assign g = B[7:4];
assign h = B[3:0];
four_bit_adder uut1(
        .A(a),
        .B(e),
        .Sum(ae),
        .Ovfl(e1),
        .sub(0)
    );
    four_bit_adder uut2(
        .A(b),
        .B(f),
        .Sum(bf),
        .Ovfl(e2),
        .sub(0)
    );
    four_bit_adder uut3(
        .A(c),
        .B(g),
        .Sum(cg),
        .Ovfl(e3),
        .sub(0)
    );
    four_bit_adder uut4(
        .A(d),
        .B(h),
        .Sum(dh),
        .Ovfl(e4),
        .sub(0)
    );
assign Error = e1|e2|e3|e4;
assign Sum = {ae,bf,cg,dh};
endmodule
==> ./run.sh <==
#!/bin/bash
# OpenROAD 26Q1-2900-gdf79404cd8, Yosys 0.63+post, stock flow scripts
make -C /OpenROAD-flow-scripts/flow DESIGN_CONFIG=/design/flow/config.mk WORK_HOME=/design/flow/orfs finish
==> ./config.mk <==
export PLATFORM = sky130hd
export DESIGN_NAME = PSA_16bit
export DESIGN_NICKNAME = PSA_16bit
export VERILOG_FILES = /design/flow/design.v
export SDC_FILE = /design/flow/constraint.sdc
export NUM_CORES = 4
export LEC_CHECK = 1
export CORE_AREA = 10 10 70 70
export DIE_AREA = 0 0 80 80
==> ./constraint.sdc <==
current_design PSA_16bit

set clk_period 1.8
set clk_io_pct 0.2

create_clock -name clk0 -period $clk_period

set non_clock_inputs [all_inputs -no_clocks]
set_input_delay [expr $clk_period * $clk_io_pct] -clock clk0 $non_clock_inputs
set_output_delay [expr $clk_period * $clk_io_pct] -clock clk0 [all_outputs]
==> reports/results.ini <==
[run_status]
status=finished, violations left
violations=setup timing

[job]
warning_count=39
cap_violations=0

[pwr]
finalPower_w=0.000286
cellLeakagePower_nw=0.481
peakVddDrop_mv=0.102
power_density_nw_per_um2=271

[detailed_routing]
drt_wl_total_mm=1.45
antenna_cells=0
vias=463
wl_per_cell_um=10.6
ant_nets=0
via_per_inst=3.38
firstDrtPassIters=1
post-route-drc-count=0
drt_iter0_drc=0

[timing]
finalCriticalPeriod_ps=2360
period_used_pct=131
rsz0062_at_grt=yes
maxSlewHeadroom_pct=87.4
slew_violations=0
max_freq_ghz=0.424
max_slew.worst_pin.slew_ps=184
finalHoldViolCount=0
setup_viol_count_final=9
setup_ws_ps=-559

[logic_synthesis]
netlist_area_sq_um=542
postSynthSeqShare_pct=0
syn_inst=53
synthTopCellsByArea=fa_1, ha_1, buf_4
avgSynthCellArea_sq_um=10.2
top_cell=buf_4
yosysTopAreaCell=fa_1
top_cell_area_share_pct=29.6
ys_area_sq_um=542
yosys_cells=53
synth_warnings=4
common_cells=buf_4, ha_1, fa_1, inv_1
ys_types=7

[final_layout]
n_clock_buffer=0
logic_area_sq_um=495
final-seq-area_sq_um=0
nFillCells=361
final_cell_area_sq_um=1050
stdcell_count=137
drive_above_1_share_pct=47.3
flop-count=0
areaGrowthSynthToFinish_pct=94.7

[critical_path]
worstPathArrival_ps=2000
worstPathCellList=buf_6 -> ha_4 -> fa_2 -> fa_2 -> xor2_2 -> buf_4 -> mux2i_1 -> nand4_1 -> buf_2
crit_buf_inv=3
critPathCaptureType=primary output
critPathMaxFanout=2
critPathRequiredTime_ps=1440
cp_common_cell=fa_2
cpLargestDelayFamily=adder cells
worstSetupStartpoint=B[0]
crit_slowest_cell=fa_2
crit_type=input pin to primary output
cpPeakStageDelay_ps=390
cp-start-kind=input pin

[floorplanning]
die_x_um=80
coreArea_sq_um=3420
pin_count=49
fp-utilization_pct=15.9
fp.dieH_um=80
num_rows=21
die-area_sq_um=6400

[placed_design]
dp_cells=135
gp_congestion=0.787
port_buffers=49
postPlaceCellArea_sq_um=1090
place_hpwl_mm=1.44

[global_routing]
gr-usage-met1_pct=5.50
grt_use_met3_pct=0.909
grt.total_usage_pct=4.18
antenna_found_initial=0
grt_pass1_wl_mm=2.21
grt.busiest_layer=met2
grt_max_degree=3
gr-total-overflow=0
grt_pass1_vias=503
met2_usage_pct=7.22

[cts]
cts_hold_buf=0

[min_path]
hold_path.class=input pin to primary output
whs_path_depth=3
hold_start=A[1]
holdPathEnd=Sum[1]

per-stage QoR:
| stage | setup TNS (ps) | setup slack (ps) | utilization, % | hold slack [ps] |
|---|---|---|---|---|
| floorplan | -600 | -217 | - | 889 |
| global placement | -11510 | -1290 | 32.0 | 1780 |
| detailed placement | -11680 | -1280 | 32.0 | 1780 |
| CTS | -2380 | -643 | 31.1 | 1210 |
| global route | -2430 | -668 | 30.9 | 1230 |
| finish | -2030 | -559 | 30.9 | 1200 |
power breakdown:
group	internal (W)	leakage [nW]	switching, W	total, W
sequential	0	0	0	0
combinational	0.000197	0.481	0.0000888	0.000286
clock	0	0	0	0
what timing repair did:
action	in CTS	in global routing
endpoints found under the hold margin	0	0
setup buffers	3	1
gates resized	84	8
pin swaps	17	9
endpoints found under the setup margin	17	9
how the worst max path moves through the flow:
stage       end  slack, ps  cells after the start
5_1_grt   Error       -670                      9
6_report  Error       -560                      9
4_1_cts   Error       -640                      9
layout by cell type (no fill, tap or decap):
cell type	netlist	routed
buf_6	0	9
fa_2	0	8
clkdlybuf4s50_1	0	20
mux2i_2	0	1
dlygate4sd2_1	0	6
ha_1	12	8
ha_4	0	4
buf_2	0	9
clkdlybuf4s15_1	0	2
clkbuf_2	0	3
nand4_1	1	1
buf_4	16	5
inv_1	8	8
mux2i_1	4	3
xor2_2	0	4
cell families after synthesis:
kind of cell	synth area share, %
XOR/XNOR	6.47
adder cells (fa/ha/maj)	57.3
buffers and inverters	27.7
multiplexers	7.39
AND/OR/NAND/NOR	1.16
cell type report:
cell class | count | share of cell area, %
repair buffers | 54 | 44.7
well taps | 46 | 5.46
multi-input cells | 29 | 47.0
inverters | 8 | 2.85
routing by layer:
metal | vias up | wire [um] | share of wire (%)
met4 | 0 | 0 | 0
met5 | - | 0 | 0
met1 | 214 | 635 | 44
li1 | 223 | - | -
met2 | 26 | 699 | 48
met3 | 0 | 119 | 8.2
Power and IR drop assume default switching activity.
